==> ./design.v <==
`timescale 1ns / 1ps
module fifo #(
    parameter W    = 8,
    parameter LOGD = 7
  ) (
    input wire           clk,
    input wire           i_reset,
    input wire           i_wr,
    input wire           i_rd,
    input wire [(W-1):0] i_data,
    output wire [(LOGD-1):0] o_wr_addr,
    output wire [(LOGD-1):0] o_rd_addr,
    output wire [(W-1):0] o_data,
    output wire           o_full,
    output wire           o_empty
  );
  reg [(W-1):0]    mem [0:((1<<LOGD)-1)];
  reg [(LOGD-1):0] wr_addr;
  reg [(LOGD-1):0] rd_addr;
  wire w_rd;
  wire w_wr;
  assign o_data  = mem[rd_addr];
  assign o_full  = wr_addr == (rd_addr - 1);
  assign o_empty = wr_addr == rd_addr;
  assign w_wr   = i_wr && !o_full;
  assign w_rd   = i_rd && !o_empty;
  assign o_wr_addr = wr_addr;
  assign o_rd_addr = rd_addr;
  initial rd_addr = 0;
  always @(posedge clk)
    if (i_reset)
      rd_addr <= 0;
    else if (w_rd)
      rd_addr <= rd_addr + 1;
  initial wr_addr = 0;
  always @(posedge clk)
    if (i_reset)
      wr_addr <= 0;
    else if (w_wr)
      wr_addr <= wr_addr + 1;
  always @(posedge clk)
    if (w_wr)
      mem[wr_addr] <= i_data;
endmodule
`timescale 1ns / 1ps
module rx_uart #(
    parameter                      BW = 9,
    parameter                      TIMER_BITS = 32,
    parameter  [(TIMER_BITS-1):0]  CLOCKS_PER_BAUD = 868,
    localparam [(TIMER_BITS-1):0]  HALF_PER_BAUD = CLOCKS_PER_BAUD / 2
  ) (
    input wire            clk,
    input wire            i_reset,
    output wire           out_start_tx,
    output wire           out_led,
    output wire [(BW):0]  out_data,
    output wire [3:0]     out_bit_rx,
    input wire            uart_txd_in
  );
  reg                     q_uart;
  reg                     qq_uart;
  reg                     ck_uart;
  reg [(BW):0]            r_data_in;
  reg [(BW):0]            r_data_out;
  reg [3:0]               r_bit_rx;
  reg [(TIMER_BITS-1):0]  clk_counter;
  reg                     r_start_rx;
  reg                     r_start_tx;
  reg                     r_prev_in;
  reg                     r_debug;
  assign out_start_tx   = r_start_tx;
  assign out_bit_rx     = r_bit_rx;
  assign out_data       = r_data_out;
  assign out_led        = r_debug;
  always @(posedge clk)
    r_prev_in <= ck_uart;
  always @(posedge clk)
    if (i_reset)
      r_bit_rx <= 15;
    else if (r_start_rx)
      r_bit_rx <= 0;
    else if (r_bit_rx < BW && clk_counter == 0)
      r_bit_rx <= r_bit_rx + 1;
    else if (r_bit_rx == BW && clk_counter == 0)
      r_bit_rx <= 15;
  always @(posedge clk)
    if (i_reset || r_start_rx)
      r_data_in <= 10'b1111111111;
    else if (clk_counter == HALF_PER_BAUD && r_bit_rx < BW)
      r_data_in[r_bit_rx] <= ck_uart;
  always @(posedge clk)
    if (r_start_tx)
      r_data_out <= r_data_in;
  always @(posedge clk)
    if (i_reset || r_start_rx)
      r_start_rx <= 0;
    else if (r_bit_rx == 15 && !ck_uart && r_prev_in)
      r_start_rx <= 1;
  always @(posedge clk)
    if (r_start_tx)
      r_start_tx <= 0;
    else if (r_bit_rx == BW && clk_counter == 0)
      r_start_tx <= 1;
  always @(posedge clk)
    if (clk_counter == 0 || r_start_rx)
      clk_counter <= CLOCKS_PER_BAUD - 1;
    else
      clk_counter <= clk_counter - 1;
  initial q_uart  = 1'b0;
  initial qq_uart = 1'b0;
  initial ck_uart = 1'b0;
  always @(posedge clk)
  begin
    q_uart  <= uart_txd_in;
    qq_uart <= q_uart;
    ck_uart <= qq_uart;
  end
  always @(posedge clk)
    r_debug <= (r_data_in[8:1] == 8'b01000001);
endmodule
`timescale 1ns / 1ps
module tx_uart #(
    parameter                     BW = 9,
    parameter                     TIMER_BITS = 32,
    parameter [(TIMER_BITS-1):0]  CLOCKS_PER_BAUD = 868
  ) (
    input wire            clk,
    input wire            i_reset,
    input wire            i_start_tx,
    input wire  [(BW):0]  i_data,
    output wire [3:0]     out_bit_tx,
    output wire           uart_rxd_out
  );
  reg [3:0]               r_bit_tx;
  reg                     r_out;
  reg [(TIMER_BITS-1):0]  clk_counter;
  assign out_bit_tx     = r_bit_tx;
  assign uart_rxd_out   = r_out;
  always @(posedge clk)
    if (i_reset)
      r_bit_tx <= 15;
    else if (i_start_tx)
      r_bit_tx <= 0;
    else if (r_bit_tx < BW && clk_counter == 0)
      r_bit_tx <= r_bit_tx + 1;
    else if (clk_counter == 0)
      r_bit_tx <= 15;
  always @(posedge clk)
    if (i_reset)
      r_out <= 1;
    else if (r_bit_tx != 15)
      r_out <= i_data[r_bit_tx];
    else
      r_out <= 1;
  always @(posedge clk)
  begin
    if (clk_counter == 0 || i_start_tx)
      clk_counter <= CLOCKS_PER_BAUD - 1;
    else
      clk_counter <= clk_counter - 1;
  end
endmodule
`timescale 1ns / 1ps
module tx #(
    parameter                     BW = 9,
    parameter                     TIMER_BITS = 32,
    parameter [(TIMER_BITS-1):0]  CLOCKS_PER_BAUD = 868,
    localparam 	[2:0]	IDLE  = 3'b000,
    localparam 	[2:0]	START = 3'b001,
		localparam 	[2:0]	TXING = 3'b010,
		localparam 	[2:0]	DONE  = 3'b011,
		localparam 	[2:0]	NEXT  = 3'b100
  ) (
    input wire            clk,
    input wire            i_reset,
    input wire            i_valid,
    input wire  [7:0]     i_data,
    output wire           uart_rxd_out
  );
  wire        ready_tx;
  wire        start_tx;
  wire [3:0]  bit_tx;
  wire        empty;
  wire        full;
  wire [7:0]  fifo_data;
  reg       r_wr;
  reg       r_rd;
  reg [2:0] state;
  assign ready_tx = bit_tx == 15;
  assign start_tx = state == START;
  fifo #(8, 3) txfifoi (
    clk,
    i_reset,
    r_wr,
    r_rd,
    i_data,
    fifo_data,
    full,
    empty
  );
  tx_uart #(BW, TIMER_BITS, CLOCKS_PER_BAUD) tx_uarti (
    clk,
    i_reset,
    start_tx,
    fifo_data,
    bit_tx,
    uart_rxd_out
  );
  always @(posedge clk)
    if (state == NEXT)
      state <= IDLE;
    else if (state == IDLE)
    begin
      if (!empty && ready_tx)
        state <= START;
    end
    else if (state == START)
      state <= TXING;
    else if (state == TXING)
    begin
      if (ready_tx)
        state <= DONE;
    end
    else if (state == DONE)
      state <= NEXT;
  always @(posedge clk)
    if (r_wr)
      r_wr <= 0;
    else if (!r_wr && !full && i_valid)
      r_wr <= 1;
  always @(posedge clk)
    if (r_rd)
      r_rd <= 0;
    else if (state == DONE)
      r_rd <= 1;
endmodule
`timescale 1ns / 1ps
module txfifotest #(
    parameter                     BW = 9,
    parameter                     TIMER_BITS = 32,
    parameter [(TIMER_BITS-1):0]  CLOCKS_PER_BAUD = 868
  ) (
    input wire            clk,
    input wire            i_reset,
    output wire            led0_b,
    output wire [(BW-2):0] tx_data,
    input wire            uart_txd_in,
    output wire           uart_rxd_out
  );
  wire tx_valid;
  assign led0_b = uart_rxd_out;
  tx #(BW, TIMER_BITS, CLOCKS_PER_BAUD) txi (
    clk,
    i_reset,
    tx_valid,
    tx_data,
    uart_rxd_out
  );
  rx_uart #(BW, TIMER_BITS, CLOCKS_PER_BAUD) rx_uarti (
    clk,
    i_reset,
    tx_valid,
    tx_data,
    uart_txd_in
  );
endmodule
==> ./run.sh <==
#!/bin/bash
# OpenROAD 26Q1-2900-gdf79404cd8, Yosys 0.63+post, stock flow scripts
make -C /OpenROAD-flow-scripts/flow DESIGN_CONFIG=/design/flow/config.mk WORK_HOME=/design/flow/orfs finish
==> ./config.mk <==
export PLATFORM = sky130hd
export DESIGN_NAME = txfifotest
export DESIGN_NICKNAME = txfifotest
export VERILOG_FILES = /design/flow/design.v
export SDC_FILE = /design/flow/constraint.sdc
export NUM_CORES = 4
export LEC_CHECK = 1
export CORE_UTILIZATION = 40
==> ./constraint.sdc <==
current_design txfifotest

set clk_period 11.1
set clk_io_pct 0.2

create_clock -name clk0 -period $clk_period [get_ports {clk}]

set non_clock_inputs [all_inputs -no_clocks]
set_input_delay [expr $clk_period * $clk_io_pct] -clock clk0 $non_clock_inputs
set_output_delay [expr $clk_period * $clk_io_pct] -clock clk0 [all_outputs]
==> reports/qor.yml <==
yosysSeqAreaShare_pct: 45.2
cp.depth: 1
die_y_um: 111
startpoint_type: "register"
ios: 13
power.density_nw_per_um2: 130
grt_pass1_wl_um: 14200
reg2reg_depth: 8
ys_warn_count: 11
fillers: 1061
p_leak_uw: 0.00200
netSwitchingFraction_pct: 19.7
postCtsSetupRepairBufs: 0
avgSynthCellArea_sq_um: 9.33
ir_drop_v: 0.0000718
hpwl_um: 5410
fmax_mhz: 284
end_kind: "primary output"
hold_path_class: "register to register"
drt_iter0_drc: 225
crit_arrival_ns: 1.30
path_class: "register to primary output"
p_clk_share_pct: 43.7
crit-reg2reg-capture: "rx_uarti.clk_counter[15]"
vias: 3388
numClockSinks: 104
antenna_found_initial: 0
clk_pin_slew_ns: 0.07
cts_tree: "yes"
cp-endpoint: "tx_data[0]"
comb_power_share_pct: 0.4
grt_overflow: 0
edf_count: 8
cts_buffers: 9
yosysCellCount: 512
wirelength_um: 8010
rsz0062_at_grt: "no"
grt_max_degree: 32
final_cell_mix: "96 x dfxtp_1, 82 x nor2_1, 32 x nand2_1, 29 x xnor2_1, 20 x nand2b_1"
yosys_most_used_dff: "dfxtp_1"
cts_hold_buffers: 0
setup_violations: 0
gp_congestion: 0.789
async_reset_ff_share_pct: 0
fp.dieW_um: 111
slew_violations: 0
area_delta_synth_final_pct: 8.43
post_cts_resized: 0
max_cap_violations: 0
rows: 39
crit_path_start: "rx_uarti.r_debug"
drt_first_pass_iters: 4
antennaDiodeCount: 0
grtUsageTotal_pct: 14.0
grt_pass1_vias: 3098
finalCritPeriodShare_pct: 31.7
fp.coreArea_sq_um: 11500
cts_max_path_buffers: 2
io_buffers: 4
critical_path_buf_inv_count: 1
max_stage_delay_ns: 0.51
antenna_left: 0
path_delay_family: "buffers and inverters"
setup-tns-final_ns: 0
intPower_uw: 542
power_frac_seq_pct: 55.8
cp_max_fo: 9
viasPerCell: 5.13
p_switching_uw: 133
min_period_ns: 3.52
r2r-start: "rx_uarti.clk_counter[0]"
worst_pin_slew_ns: 0.782
syn-cell-area_sq_um: 4780
drc: 0
ff2ff_setup_slack_ns: 8.16
lay_top_count: "dfxtp_1"
yosysChipArea_sq_um: 4780
fin_skew_ns: 0.00707
htreeDepth: 3
netlist-cell-type-count: 57
status: "finished clean"
path_cells: "clkdlybuf4s50_1"
hold_viol_final: 0
wire_per_inst_um: 12.1
syn_inst: 512
clkLatencyLatePin_ns: 0.34
max_slew_margin_pct: 47.7
ys.flops: 104
critPathRequiredTime_ns: 8.88
openroad.warnings: 34
die_area_sq_um: 12400
fp-utilization_pct: 41.5
crit_slowest_cell: "clkdlybuf4s50_1"
finalPower_uw: 675
drive_above_1_share_pct: 6.19
clockRootBuffer: "clkbuf_16"
[cell type report]
cell class / instances / area (sq um) / share of cell area [%]
Timing Repair Buffer: 6 / 55.1 / 1.06
Tap cell: 143 / 179 / 3.45
Sequential cell: 104 / 2160 / 41.7
Inverter: 15 / 56.3 / 1.09
Clock buffer: 13 / 260 / 5.02
Clock inverter: 3 / 18.8 / 0.362
Multi-Input combinational cell: 376 / 2450 / 47.3
[worst register-to-register path, stage by stage (launching register included)]
cell and delay (ns):
dfxtp_1 0.33, inv_1 0.08, ha_1 0.19, or4b_1 0.48
nor2_1 0.48, nand2_1 0.24, nor2_1 0.65, buf_4 0.31
nor2_1 0.07
[synth_stat cells (2+ instances only)]
library cell / n / area (sq um)
or2_1: 2 / 12.5
nor2_1: 82 / 308
nor4_2: 3 / 37.5
o22a_1: 7 / 61.3
dfxtp_1: 96 / 1920
nand3_1: 13 / 65.1
o21ai_0: 11 / 55.1
xnor2_1: 29 / 254
xor2_1: 18 / 158
buf_4: 9 / 67.6
nor4_4: 2 / 42.5
clkbuf_1: 9 / 33.8
mux4_2: 2 / 45.0
a21oi_1: 13 / 65.1
nand2b_1: 20 / 125
or4_1: 9 / 67.6
o31ai_1: 8 / 60.1
o32a_1: 2 / 20.0
buf_2: 4 / 20.0
inv_1: 15 / 56.3
or4_4: 2 / 22.5
a32oi_1: 2 / 17.5
or2_2: 2 / 12.5
nor4_1: 10 / 62.6
ha_1: 14 / 175
and2_1: 2 / 12.5
nor2b_1: 4 / 25.0
and3_1: 5 / 31.3
nand2_1: 32 / 120
or4b_1: 2 / 20.0
o41ai_1: 4 / 35.0
mux2i_1: 8 / 80.1
or3_1: 8 / 50.1
nand4b_1: 3 / 26.3
a211o_1: 2 / 17.5
edfxtp_1: 8 / 240
nand4_1: 5 / 31.3
nor3_1: 19 / 95.1
a21o_1: 3 / 22.5
o21bai_1: 4 / 30.0
nor4b_1: 3 / 26.3
[how the worst min path moves through the flow]
stage                 from           end  slack [ns]  cells past startpoint
CTS           txi.state[4]  txi.state[1]        0.35                      0
global route  txi.state[4]  txi.state[1]        0.35                      0
finish        txi.state[4]  txi.state[1]        0.35                      0
[cell families (layout without fill, tap and decap cells)]
kind of cell	Yosys count	count (layout)	share of synthesized area (%)
compound gates	63	63	9.22
xor+xnor	47	47	8.61
fa+ha+maj	14	14	3.67
buf+inv	38	37	3.95
flops	104	104	45.2
mux	11	11	2.85
other cells	1	7	0.0785
simple gates	234	234	26.4
[power groups by stage]
stage         Combinational, uW  Clock (uW)  Sequential [uW]
CTS                        3.12         304              377
finish                     3.03         295              377
global route               3.49         318              377
[stage by stage]
stage,worst slack (ns),hold slack (ns),util (%),std cells,instance area [sq um]
after floorplan,8.10,0.324,-,518,4800
after global placement,7.47,0.333,42.6,644,4900
after detailed placement,7.45,0.334,42.6,644,4900
after CTS,7.54,0.350,45.0,660,5180
after global routing,7.48,0.353,45.0,660,5180
final,7.58,0.351,45.0,660,5180
[state kept, by name (all words and copies together), names as in the netlist]
register                  count
rx_uarti.r_data_in            8
txi.r_wr                      1
rx_uarti.r_bit_rx             4
txi.txfifoi.mem               8
txi.tx_uarti.r_bit_tx         4
txi.txfifoi.wr_addr           3
txi.txfifoi.rd_addr           3
txi.tx_uarti.clk_counter     32
rx_uarti.clk_counter         32
rx_uarti.r_debug              1
txi.r_rd                      1
txi.tx_uarti.r_out            1
txi.state                     5
rx_uarti.r_start_tx           1
[routing by layer]
metal / GRT usage [%] / routed length [um] / vias up
li1: - / - / 1784
met1: 21.7 / 4260 / 1568
met2: 21.4 / 3420 / 30
met3: 3.18 / 243 / 6
met4: 1.26 / 79 / 0
met5: 0 / 0 / -
