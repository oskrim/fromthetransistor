==> flow/config.mk <==
export PLATFORM = sky130hd
export DESIGN_NAME = top
export DESIGN_NICKNAME = top
export VERILOG_FILES = /design/flow/design.v
export SDC_FILE = /design/flow/constraint.sdc
export NUM_CORES = 4
export LEC_CHECK = 1
export CORE_UTILIZATION = 50
==> flow/constraint.sdc <==
current_design top

set clk_period 8.7
set clk_io_pct 0.2

create_clock -name clk0 -period $clk_period [get_ports {clk}]

set non_clock_inputs [all_inputs -no_clocks]
set_input_delay [expr $clk_period * $clk_io_pct] -clock clk0 $non_clock_inputs
set_output_delay [expr $clk_period * $clk_io_pct] -clock clk0 [all_outputs]
==> flow/design.v <==
`timescale 1ns / 1ps
module fifo #(
    parameter W    = 8,
    parameter LOGD = 7
  ) (
    input wire           clk,
    input wire           i_reset,
    input wire           i_wr,
    input wire           i_rd,
    input wire [(W-1):0] i_data,
    output wire [(LOGD-1):0] o_wr_addr,
    output wire [(LOGD-1):0] o_rd_addr,
    output wire [(W-1):0] o_data,
    output wire           o_full,
    output wire           o_empty
  );
  reg [(W-1):0]    mem [0:((1<<LOGD)-1)];
  reg [(LOGD-1):0] wr_addr;
  reg [(LOGD-1):0] rd_addr;
  wire w_rd;
  wire w_wr;
  assign o_data  = mem[rd_addr];
  assign o_full  = wr_addr == (rd_addr - 1);
  assign o_empty = wr_addr == rd_addr;
  assign w_wr   = i_wr && !o_full;
  assign w_rd   = i_rd && !o_empty;
  assign o_wr_addr = wr_addr;
  assign o_rd_addr = rd_addr;
  initial rd_addr = 0;
  always @(posedge clk)
    if (i_reset)
      rd_addr <= 0;
    else if (w_rd)
      rd_addr <= rd_addr + 1;
  initial wr_addr = 0;
  always @(posedge clk)
    if (i_reset)
      wr_addr <= 0;
    else if (w_wr)
      wr_addr <= wr_addr + 1;
  always @(posedge clk)
    if (w_wr)
      mem[wr_addr] <= i_data;
endmodule
`timescale 1ns / 1ps
module rx_uart #(
    parameter                      BW = 9,
    parameter                      TIMER_BITS = 32,
    parameter  [(TIMER_BITS-1):0]  CLOCKS_PER_BAUD = 868,
    localparam [(TIMER_BITS-1):0]  HALF_PER_BAUD = CLOCKS_PER_BAUD / 2
  ) (
    input wire            clk,
    input wire            i_reset,
    output wire           out_start_tx,
    output wire           out_led,
    output wire [(BW):0]  out_data,
    output wire [3:0]     out_bit_rx,
    input wire            uart_txd_in
  );
  reg                     q_uart;
  reg                     qq_uart;
  reg                     ck_uart;
  reg [(BW):0]            r_data_in;
  reg [(BW):0]            r_data_out;
  reg [3:0]               r_bit_rx;
  reg [(TIMER_BITS-1):0]  clk_counter;
  reg                     r_start_rx;
  reg                     r_start_tx;
  reg                     r_prev_in;
  reg                     r_debug;
  assign out_start_tx   = r_start_tx;
  assign out_bit_rx     = r_bit_rx;
  assign out_data       = r_data_out;
  assign out_led        = r_debug;
  always @(posedge clk)
    r_prev_in <= ck_uart;
  always @(posedge clk)
    if (i_reset)
      r_bit_rx <= 15;
    else if (r_start_rx)
      r_bit_rx <= 0;
    else if (r_bit_rx < BW && clk_counter == 0)
      r_bit_rx <= r_bit_rx + 1;
    else if (r_bit_rx == BW && clk_counter == 0)
      r_bit_rx <= 15;
  always @(posedge clk)
    if (i_reset || r_start_rx)
      r_data_in <= 10'b1111111111;
    else if (clk_counter == HALF_PER_BAUD && r_bit_rx < BW)
      r_data_in[r_bit_rx] <= ck_uart;
  always @(posedge clk)
    if (r_start_tx)
      r_data_out <= r_data_in;
  always @(posedge clk)
    if (i_reset || r_start_rx)
      r_start_rx <= 0;
    else if (r_bit_rx == 15 && !ck_uart && r_prev_in)
      r_start_rx <= 1;
  always @(posedge clk)
    if (r_start_tx)
      r_start_tx <= 0;
    else if (r_bit_rx == BW && clk_counter == 0)
      r_start_tx <= 1;
  always @(posedge clk)
    if (clk_counter == 0 || r_start_rx)
      clk_counter <= CLOCKS_PER_BAUD - 1;
    else
      clk_counter <= clk_counter - 1;
  initial q_uart  = 1'b0;
  initial qq_uart = 1'b0;
  initial ck_uart = 1'b0;
  always @(posedge clk)
  begin
    q_uart  <= uart_txd_in;
    qq_uart <= q_uart;
    ck_uart <= qq_uart;
  end
  always @(posedge clk)
    r_debug <= (r_data_in[8:1] == 8'b01000001);
endmodule
`timescale 1ns / 1ps
module top #(
    parameter             BW = 9
  ) (
    input wire            clk,
    input wire		        i_reset,
    output wire           led0_b,
    output wire           led3_r,
    input wire            uart_txd_in,
    output wire           uart_rxd_out
  );
  uart_fifo #(BW, 32, 10416) uart_fifoi (
    clk,
    i_reset,
    led0_b,
    led3_r,
    fifo_data,
    out_bit_rx,
    out_bit_tx,
    out_start_tx,
    o_empty,
    out_state,
    out_wr_addr,
    out_rd_addr,
    uart_txd_in,
    uart_rxd_out
  );
endmodule
`timescale 1ns / 1ps
module tx_uart #(
    parameter                     BW = 9,
    parameter                     TIMER_BITS = 32,
    parameter [(TIMER_BITS-1):0]  CLOCKS_PER_BAUD = 868
  ) (
    input wire            clk,
    input wire            i_reset,
    input wire            i_start_tx,
    input wire  [(BW):0]  i_data,
    output wire [3:0]     out_bit_tx,
    output wire           uart_rxd_out
  );
  reg [3:0]               r_bit_tx;
  reg                     r_out;
  reg [(TIMER_BITS-1):0]  clk_counter;
  assign out_bit_tx     = r_bit_tx;
  assign uart_rxd_out   = r_out;
  always @(posedge clk)
    if (i_reset)
      r_bit_tx <= 15;
    else if (i_start_tx)
      r_bit_tx <= 0;
    else if (r_bit_tx < BW && clk_counter == 0)
      r_bit_tx <= r_bit_tx + 1;
    else if (clk_counter == 0)
      r_bit_tx <= 15;
  always @(posedge clk)
    if (i_reset)
      r_out <= 1;
    else if (r_bit_tx != 15)
      r_out <= i_data[r_bit_tx];
    else
      r_out <= 1;
  always @(posedge clk)
  begin
    if (clk_counter == 0 || i_start_tx)
      clk_counter <= CLOCKS_PER_BAUD - 1;
    else
      clk_counter <= clk_counter - 1;
  end
endmodule
`timescale 1ns / 1ps
module uart_fifo #(
    parameter                     BW = 9,
    parameter                     TIMER_BITS = 32,
    parameter [(TIMER_BITS-1):0]  CLOCKS_PER_BAUD = 868,
    localparam 	[2:0]	IDLE  = 3'b000,
    localparam 	[2:0]	START = 3'b001,
		localparam 	[2:0]	TXING = 3'b010,
		localparam 	[2:0]	DONE  = 3'b011,
		localparam 	[2:0]	NEXT  = 3'b100
  ) (
    input wire            clk,
    input wire            i_reset,
    output wire           led0_b,
    output wire           led3_r,
    output wire [7:0]     fifo_data,
    output wire [3:0]     out_bit_rx,
    output wire [3:0]     out_bit_tx,
    output wire           out_start_tx,
    output wire           o_empty,
    output wire [2:0]     out_state,
    output wire [2:0]     out_wr_addr,
    output wire [2:0]     out_rd_addr,
    input wire            uart_txd_in,
    output wire           uart_rxd_out
  );
  wire        o_full;
  wire        ready_tx;
  wire        start_tx;
  wire [BW:0] out_data;
  assign led0_b   = uart_rxd_out;
  assign ready_tx = out_bit_tx == 15;
  assign start_tx = state == START;
  assign out_state = state;
  reg       should_tx;
  reg       r_wr;
  reg       r_rd;
  reg [2:0] state;
  always @(posedge clk)
    if (state == NEXT)
      state <= IDLE;
    else if (state == START)
      state <= TXING;
    else if (state == TXING)
    begin
      if (!start_tx && ready_tx)
        state <= DONE;
    end
    else if (state == DONE)
      state <= NEXT;
    else if (state == IDLE)
      if (ready_tx && !o_empty && should_tx)
        state <= START;
  always @(posedge clk)
    if (r_wr)
      r_wr <= 0;
    else if (!r_wr && !o_full && out_start_tx)
      r_wr <= 1;
  always @(posedge clk)
    if (r_rd)
      r_rd <= 0;
    else if (state == DONE)
      r_rd <= 1;
  fifo #(8, 3) fifo_inst (
    clk,
    i_reset,
    r_wr,
    r_rd,
    out_data[8:1],
    out_wr_addr,
    out_rd_addr,
    fifo_data,
    o_full,
    o_empty
  );
  tx_uart #(BW, TIMER_BITS, CLOCKS_PER_BAUD) tx_uart_inst (
    clk,
    i_reset,
    start_tx,
    {1'b1, fifo_data, 1'b0},
    out_bit_tx,
    uart_rxd_out
  );
  rx_uart #(BW, TIMER_BITS, CLOCKS_PER_BAUD) rx_uart_inst (
    clk,
    i_reset,
    out_start_tx,
    led3_r,
    out_data,
    out_bit_rx,
    uart_txd_in
  );
  always @(posedge clk)
    if (out_wr_addr[1:0] == 2'b11)
      should_tx <= 1;
    else if (o_empty)
      should_tx <= 0;
endmodule
==> flow/run.sh <==
#!/bin/bash
# OpenROAD 26Q1-2900-gdf79404cd8, Yosys 0.63+post, stock flow scripts
make -C /OpenROAD-flow-scripts/flow DESIGN_CONFIG=/design/flow/config.mk WORK_HOME=/design/flow/orfs finish
==> run notes <==
run metrics: outcome=finished, final reports clean, CP Capture Type=register, Slew Viols, Final=0, Crit Path Class=in -> reg, setup TNS=0 ns, WP data arrival=roughly 3.3 ns, post-layout period usage=0.3444, Int Power=~1.4 mW, via count=4737, cts hold-fix bufs=0, global-route wire length before repair=22770 um, Area leader share=0.2922, Worst Hold Path Cells=0, leak pwr=2.861 nW, vias per std cell=5.534, RSZ-0062 raised after global routing=false, max frequency=around 0.33 GHz, CTS tree=done, fraction of synthesis flops using an asynchronous set or reset pin=0, Worst Tran Pin Value=0.7996 ns, crit path max fanout=17, Clk pwr share=0.441, hpwl dp=8678 um, Initial Utilization=0.5111, count of different cell masters after synthesis=roughly 57, total core area=14480 um2, CP required=roughly 9.0 ns, Mapped Cells=648, largest net degree at the start of global routing=26, cell type with the largest total area=edfxtp_1, total gr overflow=0, Worst-path clk slew=0.06 ns, DRT antenna net count=0, DP Area=7657 um2, Ys Warns=18, Clock Tree Root=clkbuf_16, Final Setup Violations=0, Antenna diodes=0, Psw=0.4010 mW, vias in the first global route=4711, post-CTS sizing=0, clk sinks=174, proportion of layout cells with a drive suffix above 1=0.1146, Filler cells=1151, Post-CTS Setup Inserts=0, Seq share, synth=0.5681, Power Total=1.834 mW, clock period minus worst slack=2.996 ns, first-pass iteration count of the detailed router=4, Comb pwr share=0.055, Final Instance Area=8308 um2, synthesized flop and latch total=174, Max transition margin=0.4669, aggregate global-route resource usage=0.2050, Die ar.=15290 um2, Post-Syn Area per Cell=11.42 um2, htree depth=4, tool warnings=33, CP startpoint kind=input port, Post-synth EDFFs=72, Min-Delay Path Class=reg -> reg, switch share=0.2186, Latency at later pin=0.42 ns, Die Height=123.7 um, main flop type after synthesis=dfxtp_1, Layout area overhead=12.28%, Clock Path Buffers=2, chip area line of the yosys report=7400 um2, CTS Buf Count=17, sequential share of power=0.504, initial drt markers=319, worst vdd ir=0.0001544 V, ranking of synthesized cells by area=edfxtp_1 29%, dfxtp_1 28%, xnor2_1 5.3%, mux4_2 4.3%, nor2_1 4.3%, Routed WL per cell=15.75 um, DRC viols=0, Final GP Congestion=0.8376, die width=123.7 um, Rows=approximately 44, clk_skew=0.006792 ns, post-synthesis cell area=around 7400 um2, R2R cell count=5, final wirelength=13480 um, power density cells=220.8 nW/um2, max-cap viol count=0, I/O Buffers=5, Hold Vio Cnt, Final=0, initial antenna violation count=0, Yosys Instances=~650, io pins=6
==> per-stage QoR <==
step	util	hold WS [ns]	std cells	worst slack, ns
global placement	0.5289	0.3190	824	5.340
floorplan	-	0.3096	648	5.317
finish	0.5738	0.3353	856	5.704
CTS	0.5738	0.3406	856	5.694
global route	0.5738	0.3462	856	5.458
detailed placement	0.5289	0.3196	824	5.286
==> metal layers <==
layer  wire length [um]  up-vias  global-route usage
met2               6047      117              0.3063
met4                125        0             0.01807
met5                  0        -                   0
li1                   -     2379                   -
met1               6232     2233              0.3047
met3               1075        8             0.09206
==> cells in the final DEF, fill, tap and decap left out, types with 5 or more instances in the layout <==
cell type	n
xnor2_1	45
a21o_1	5
clkdlybuf4s50_1	5
or4_1	10
nor2_1	84
edfxtp_1	72
nor4_1	22
mux2i_1	8
nor2b_1	7
nand3_1	20
or3_1	10
a21oi_1	10
nand2b_1	11
nor3_1	31
ha_1	14
nand4_1	8
mux4_2	14
o31ai_1	12
o21bai_1	5
nor3b_1	5
inv_1	20
xor2_1	16
dfxtp_1	102
buf_4	12
clkbuf_16	20
or2_2	6
nand2_1	33
o211ai_1	7
==> critical path: stages <==
cell and delay [ns]:
clkdlybuf4s50_1 0.72, nor2_1 0.58, nor4b_1 0.27
==> layout make-up <==
| cell class | count | area, um2 | share of cell area |
|---|---|---|---|
| Multi-Input combinational cell | 428 | 3004 | 0.3616 |
| Clock inverter | 12 | 150.1 | 0.01807 |
| Inverter | 21 | 78.83 | 0.009488 |
| Sequential cell | 174 | 4204 | 0.5060 |
| Timing Repair Buffer | 17 | 140.1 | 0.01687 |
| Tap cell | 184 | 230.2 | 0.02771 |
| Clock buffer | 20 | 500.5 | 0.06024 |
==> path summary, 6_finish.rpt <==
kind,from,endpoint,slack [ns]
setup / recovery,i_reset,uart_fifoi.rx_uart_inst.r_start_rx$_SDFFE_PP0P_,5.70
setup reg to reg,uart_fifoi.tx_uart_inst.clk_counter[13]$_SDFF_PP1_,uart_fifoi.tx_uart_inst.clk_counter[30]$_SDFF_PP0_,5.73
hold reg to reg,uart_fifoi.rx_uart_inst.qq_uart$_DFF_P_,uart_fifoi.rx_uart_inst.ck_uart$_DFF_P_,0.34
hold / removal,uart_fifoi.rx_uart_inst.qq_uart$_DFF_P_,uart_fifoi.rx_uart_inst.ck_uart$_DFF_P_,0.34
==> registers in the layout (all words and copies together), names as in the netlist, 3 cells and up <==
register and cells:
uart_fifoi.rx_uart_inst.r_data_in 8, uart_fifoi.fifo_inst.mem 64, uart_fifoi.fifo_inst.wr_addr 3, uart_fifoi.tx_uart_inst.r_bit_tx 4, uart_fifoi.fifo_inst.rd_addr 3, uart_fifoi.state 5, uart_fifoi.rx_uart_inst.r_bit_rx 4, uart_fifoi.tx_uart_inst.clk_counter 32
uart_fifoi.rx_uart_inst.r_data_out 8, uart_fifoi.rx_uart_inst.clk_counter 32
==> cells in the mapped netlist (all sizes together), types with 10 or more instances <==
cell type	n
xnor2	45
mux4	14
a21oi	10
ha	14
nand3	20
nand2b	12
or4	14
o31ai	12
clkbuf	15
buf	10
edfxtp	72
dfxtp	102
xor2	16
nor4	25
nor3	31
or3	11
inv	20
nand2	33
nor2	84
==> cell families (layout without fill, tap and decap cells) <==
| kind of cell | after synthesis | after routing | synth area share |
|---|---|---|---|
| buffers and inverters | 46 | 70 | 0.02587 |
| xor gates and xnor gates | 62 | 62 | 0.07524 |
| muxes | 23 | 23 | 0.05495 |
| and+or+nand+nor | 270 | 270 | 0.1948 |
| DFF | 174 | 174 | 0.5681 |
| adders and majority gates | 14 | 14 | 0.02367 |
| AOI/OAI and AO/OA | 59 | 59 | 0.05732 |
==> power groups by stage <==
| stage | clock network (mW) | logic [mW] | registers (mW) |
|---|---|---|---|
| CTS | 0.827 | 0.101 | 0.924 |
| global route | 0.863 | 0.115 | 0.932 |
| finish | 0.810 | 0.101 | 0.924 |
Power is estimated from default activity; no workload was simulated.
